==> /design/flow/design.v <==
module channel_sel(clk, ch_sgn_in, ch_sgn_out, ch_sync_in, ch_c_in, ch_sync_out, mcu_n_rst, mcu_data, mcu_start, mcu_end, mcu_data_sel, addr_base, mem_data, sample_en, pulse_cnt, sync_cnt_out, clk_cnt);
input clk;
input[14:0] ch_sgn_in;
input[2:0] ch_c_in;
output ch_sgn_out;
input ch_sync_in;
output ch_sync_out;
input mcu_n_rst; 
output[7:0] mcu_data;
reg[7:0] mcu_data;
input[7:0] mem_data;
input mcu_start;
output mcu_end; 
input [2:0] mcu_data_sel;
output [19:0] addr_base;
output sample_en;
input [15:0] pulse_cnt;
output [7:0] sync_cnt_out;
input [31:0] clk_cnt;
reg[7:0] sync_cnt;
initial sync_cnt = 8'b0;
reg sample_enable;
reg sample_end; 
initial sample_end=1'b0;
parameter MAX_SYNC_NUM=26;
parameter ch1_addr_base=20'h00000; 
parameter ch2_addr_base=20'h01000;
parameter ch3_addr_base=20'h02000;
parameter ch4_addr_base=20'h03000;
parameter ch5_addr_base=20'h04000;
parameter ch6_addr_base=20'h05000;
parameter ch7_addr_base=20'h06000;
parameter ch8_addr_base=20'h07000;
parameter ch9_addr_base=20'h08000;
parameter ch10_addr_base=20'h09000; 
parameter ch11_addr_base=20'h19000;
parameter ch12_addr_base=20'h29000;
parameter ch13_addr_base=20'h39000;
parameter ch14_addr_base=20'h49000; 
parameter ch15_addr_base=20'h4a000;
parameter ch16_addr_base=20'h4b000;
parameter ch17_addr_base=20'h4c000;
parameter ch18_addr_base=20'h4d000;
parameter ch19_addr_base=20'h4e000;
parameter ch20_addr_base=20'h4f000;
parameter ch21_addr_base=20'h50000;
parameter ch22_addr_base=20'h51000;
parameter ch23_addr_base=20'h52000;
parameter ch24_addr_base=20'h53000;
parameter ch25_addr_base=20'h54000; 
assign ch_sync_out = (sample_enable&&!sample_end) ? ch_sync_in : 1'b0; 
assign mcu_end = sample_end;
assign sample_en = sample_enable;
assign sync_cnt_out = sync_cnt;
always @ (*) 
begin
	if(sample_end == 1'b1)
	begin
		mcu_data <= mem_data;
	end
	else if(mcu_data_sel == 3'b000)
	begin
		mcu_data <= sync_cnt;
	end
	else if(mcu_data_sel == 3'b001)
	begin
		mcu_data <= pulse_cnt[7:0];
	end
	else if(mcu_data_sel == 3'b010)
	begin
		mcu_data <= pulse_cnt[15:8];
	end
	else if(mcu_data_sel == 3'b011)
	begin
		mcu_data <= clk_cnt[7:0];
	end
	else if(mcu_data_sel == 3'b100)
	begin
		mcu_data <= clk_cnt[15:8];
	end
	else if(mcu_data_sel == 3'b101)
	begin
		mcu_data <= clk_cnt[23:16];
	end
	else if(mcu_data_sel == 3'b110)
	begin
		mcu_data <= clk_cnt[31:24];
	end
	else
	begin
		mcu_data <= 8'h26;
	end
end
always @ (posedge mcu_start, negedge mcu_n_rst)
begin
	if(!mcu_n_rst)
	begin
		sample_enable <= 1'b0;
	end
	else
	begin
		sample_enable <= 1'b1;
	end
end
always @ (posedge ch_sync_in, negedge sample_enable)
begin
	if(!sample_enable)
	begin
	  sync_cnt <= 8'b0;  
	  sample_end <= 1'b0;
	end	
	else
	begin
	  sync_cnt <= sync_cnt + 8'b1;
	  if(sync_cnt >= MAX_SYNC_NUM)
	  begin
		 sync_cnt <= 8'b0;
		 sample_end <= 1'b1; 
	  end
	end
end
assign ch_sgn_out = sync_cnt == 8'd1 ? ch_c_in[0] :  
						  sync_cnt == 8'd2 ? ch_c_in[1] :  
						  sync_cnt == 8'd3 ? ch_c_in[2] :  
						  sync_cnt == 8'd4 ? ch_sgn_in[3] :  
						  sync_cnt == 8'd5 ? ch_sgn_in[4] :  
						  sync_cnt == 8'd6 ? ch_sgn_in[5] :  
						  sync_cnt == 8'd7 ? ch_sgn_in[6] :  
						  sync_cnt == 8'd8 ? ch_sgn_in[7] :  
						  sync_cnt == 8'd9 ? ch_sgn_in[8] :  
						  sync_cnt == 8'd10 ? ch_sgn_in[9] :   
						  sync_cnt == 8'd11 ? ch_sgn_in[10] :  
						  sync_cnt == 8'd12 ? ch_sgn_in[11] :  
						  sync_cnt == 8'd13 ? ch_sgn_in[12] :  
						  sync_cnt == 8'd14 ? ch_sgn_in[13] :  
						  sync_cnt == 8'd15 ? ch_sgn_in[14] :  
						  sync_cnt == 8'd16 ? ch_c_in[0] ^ ch_c_in[1] : 
						  sync_cnt == 8'd17 ? ch_c_in[0] ^ ch_c_in[2] : 
						  sync_cnt == 8'd18 ? ch_c_in[1] ^ ch_c_in[2] : 
						  sync_cnt == 8'd19 ? ch_sgn_in[3] ^ ch_sgn_in[5] : 
						  sync_cnt == 8'd20 ? ch_sgn_in[3] ^ ch_sgn_in[7] : 
						  sync_cnt == 8'd21 ? ch_sgn_in[5] ^ ch_sgn_in[7] : 
						  sync_cnt == 8'd22 ? ch_c_in[0] ^ ch_sgn_in[3] : 
						  sync_cnt == 8'd23 ? ch_c_in[1] ^ ch_sgn_in[5] : 
						  sync_cnt == 8'd24 ? ch_c_in[2] ^ ch_sgn_in[7] : 
						  sync_cnt == 8'd25 ? ch_sgn_in[9] ^ ch_sgn_in[11] : 1'b0;	
assign addr_base  = sync_cnt == 8'd1 ? ch1_addr_base : 
						  sync_cnt == 8'd2 ? ch2_addr_base : 
						  sync_cnt == 8'd3 ? ch3_addr_base : 
						  sync_cnt == 8'd4 ? ch4_addr_base : 
						  sync_cnt == 8'd5 ? ch5_addr_base : 
						  sync_cnt == 8'd6 ? ch6_addr_base : 
						  sync_cnt == 8'd7 ? ch7_addr_base : 
						  sync_cnt == 8'd8 ? ch8_addr_base : 
						  sync_cnt == 8'd9 ? ch9_addr_base : 
						  sync_cnt == 8'd10 ? ch10_addr_base : 
						  sync_cnt == 8'd11 ? ch11_addr_base : 
						  sync_cnt == 8'd12 ? ch12_addr_base : 
						  sync_cnt == 8'd13 ? ch13_addr_base : 
						  sync_cnt == 8'd14 ? ch14_addr_base : 
						  sync_cnt == 8'd15 ? ch15_addr_base : 
						  sync_cnt == 8'd16 ? ch16_addr_base : 
						  sync_cnt == 8'd17 ? ch17_addr_base : 
						  sync_cnt == 8'd18 ? ch18_addr_base : 
						  sync_cnt == 8'd19 ? ch19_addr_base : 
						  sync_cnt == 8'd20 ? ch20_addr_base : 
						  sync_cnt == 8'd21 ? ch21_addr_base : 
						  sync_cnt == 8'd22 ? ch22_addr_base : 
						  sync_cnt == 8'd23 ? ch23_addr_base : 
						  sync_cnt == 8'd24 ? ch24_addr_base : 
						  sync_cnt == 8'd25 ? ch25_addr_base : 20'h7fff0;
endmodule
module encoder_meas(clk, mcu_n_rst, mcu_start, mcu_end, mcu_sync, mcu_rd_clk, mcu_data, mcu_data_sel, ch_sgn_in, ch_c_in, ch_sync, ram_nrd, ram_nwr, ram_ncs, ram_addr, ram_data);
input clk, mcu_n_rst;
input mcu_start;
output mcu_end;
output mcu_sync;
input mcu_rd_clk;
output[7:0] mcu_data;
input [2:0] mcu_data_sel;
input[14:0] ch_sgn_in;
input[2:0] ch_c_in;
input ch_sync;
output ram_nrd, ram_nwr, ram_ncs;
output[19:0] ram_addr;
inout[7:0] ram_data;
wire[19:0] mem_addr;
wire[7:0] mem_data;
wire ch_sgn;
wire[19:0] addr_base;
wire sample_en;
wire [15:0] pulse_cnt; 
wire [7:0] sync_cnt;
wire [31:0] clk_cnt;
assign ram_ncs = 1'b0;
channel_sel u1(
	.clk(clk),
	.ch_sgn_in(ch_sgn_in),
	.ch_c_in(ch_c_in),
	.ch_sgn_out(ch_sgn),
	.ch_sync_in(ch_sync), 
	.ch_sync_out(mcu_sync), 	
	.mcu_n_rst(mcu_n_rst),
	.mcu_data(mcu_data),
	.sync_cnt_out(sync_cnt),
	.mcu_start(mcu_start),  
	.mcu_end(mcu_end), 
	.mcu_data_sel(mcu_data_sel),
	.addr_base(addr_base),
	.mem_data(mem_data),
	.sample_en(sample_en),
	.pulse_cnt(pulse_cnt),
	.clk_cnt(clk_cnt)
);
sample u2(
	.clk(clk),
	.ch_sgn_in(ch_sgn),
	.ch_sync_in(ch_sync),
	.mcu_n_rst(mcu_n_rst),
	.mcu_rd_clk(mcu_rd_clk),
	.sample_end(mcu_end),
	.ram_nrd(ram_nrd),
	.ram_nwr(ram_nwr),
	.ram_addr(ram_addr),
	.ram_data(ram_data),
	.addr_base(addr_base),
	.mem_addr(mem_addr),
	.mem_data(mem_data),
	.sample_en(sample_en),
	.sync_cnt(sync_cnt),
	.pulse_cnt_out(pulse_cnt),
	.clk_cnt_out(clk_cnt)
);
mcu_rd u3(
	.sample_end(mcu_end),
	.mcu_rd_clk(mcu_rd_clk),
	.mem_addr(mem_addr)
);
endmodule
module mcu_rd(sample_end, mcu_rd_clk, mem_addr);
input sample_end;
input mcu_rd_clk;
output[19:0] mem_addr;
reg[19:0] rd_addr;
assign mem_addr = rd_addr[19:0];
always @ (posedge mcu_rd_clk, negedge sample_end)
begin
	if(!sample_end)
	begin
		rd_addr <= 20'b0;
	end
	else
	begin
		if(rd_addr < 20'h80000)
		begin
			rd_addr <= rd_addr + 1'b1;
		end
		else
		begin
			rd_addr <= 20'b0;
		end
	end
end
endmodule
module sample(clk, ch_sgn_in, ch_sync_in, mcu_n_rst, mcu_rd_clk, sample_end, ram_nrd, ram_nwr, ram_addr, ram_data, addr_base, mem_addr, mem_data, sample_en, sync_cnt, pulse_cnt_out, clk_cnt_out);
input clk;
input ch_sgn_in;
input ch_sync_in;
input mcu_n_rst; 
input mcu_rd_clk;
input sample_end;
input[19:0] mem_addr;
output[7:0] mem_data;
output ram_nrd;
output ram_nwr;
output[19:0] ram_addr;
inout[7:0] ram_data;
input[19:0] addr_base;
input sample_en;
input[7:0] sync_cnt;
output [15:0] pulse_cnt_out;
output [31:0] clk_cnt_out;
reg[15:0] pulse_cnt;
initial pulse_cnt = 16'b0;
reg[15:0] pulse_cnt_tmp;
initial pulse_cnt_tmp = 16'b0;
reg[31:0] clk_cnt;
initial clk_cnt = 32'b0;
reg[31:0] clk_cnt_tmp;
initial clk_cnt_tmp = 32'b0;
reg ch_sgn_delay0;
initial ch_sgn_delay0 = 1'b0;
reg ch_sgn_delay1;
initial ch_sgn_delay1 = 1'b0;
reg ch_sgn_delay2;
initial ch_sgn_delay2 = 1'b0;
reg ch_sync_delay0;
initial ch_sync_delay0 = 1'b0;
reg ch_sync_delay1;
initial ch_sync_delay1 = 1'b0;
reg ch_sync_delay2;
initial ch_sync_delay2 = 1'b0;
reg ram_nwr_ctrl;
initial ram_nwr_ctrl = 1'b0;
reg[19:0] sample_addr;
initial sample_addr = 20'b0;
reg[19:0] sample_addr_tmp;
initial sample_addr_tmp = 20'b0;
reg[31:0] sample_data;
initial sample_data = 32'b0;
reg[7:0] ram_data_tmp;
initial ram_data_tmp = 1'b0;
parameter IDLE = 3'b001,
				W0 = 3'b011,
				W1 = 3'b010,
				W2 = 3'b110,
				W3 = 3'b100,
				W4 = 3'b101;
reg[2:0] state = IDLE;
reg sync_flag;
initial sync_flag = 1'b0;
reg sgn_flag;
initial sgn_flag = 1'b0;
assign ram_nwr = ram_nwr_ctrl ? clk : 1'b1;
assign ram_nrd = sample_end ?  mcu_rd_clk : 1'b1; 
assign ram_addr = sample_end ? mem_addr : sample_addr_tmp;
assign ram_data = sample_end ? 8'hzz : ram_data_tmp;
assign mem_data = sample_end ? ram_data : 8'hzz;
assign pulse_cnt_out = pulse_cnt_tmp;
assign clk_cnt_out = clk_cnt_tmp;
always @ (posedge clk)
begin
   if(!mcu_n_rst || !sample_en || sample_end)
	begin
		ram_nwr_ctrl <= 1'b0;
		ch_sync_delay0 <= 1'b0;
		ch_sync_delay1 <= 1'b0;
		ch_sync_delay2 <= 1'b0;
		ch_sgn_delay0 <= 1'b0;
		ch_sgn_delay1 <= 1'b0;
		ch_sgn_delay2 <= 1'b0;	
		state <= IDLE;
	end 
	else
	begin	
		clk_cnt <= clk_cnt + 32'h1;	
		if(sync_flag == 1'b1)
		begin
			ch_sync_delay0 <= ch_sync_in;
			ch_sync_delay1 <= ch_sync_delay0;
			ch_sync_delay2 <= ch_sync_delay1;
		end
		if(sgn_flag == 1'b1)
		begin
			ch_sgn_delay0 <= ch_sgn_in;
			ch_sgn_delay1 <= ch_sgn_delay0;
			ch_sgn_delay2 <= ch_sgn_delay1;	
		end	
		case (state)
		  IDLE:begin
					ram_nwr_ctrl <= 1'b0;
					ch_sync_delay0 <= ch_sync_in;
					ch_sync_delay1 <= ch_sync_delay0;
					ch_sync_delay2 <= ch_sync_delay1;
					ch_sgn_delay0 <= ch_sgn_in;
					ch_sgn_delay1 <= ch_sgn_delay0;
					ch_sgn_delay2 <= ch_sgn_delay1;
					if(ch_sync_delay0 == 1'b1 && ch_sync_delay2 == 1'b0)
						begin		
							pulse_cnt <= 16'b0;
							clk_cnt <= 32'h0;	
							pulse_cnt_tmp <= pulse_cnt;
							clk_cnt_tmp <= clk_cnt;	
							sync_flag <= 1'b1;						
							state <= W4;
						end
					else if((ch_sgn_delay0 == 1'b1 && ch_sgn_delay2 == 1'b0) && (sync_cnt >= 1))
						begin
							pulse_cnt <= pulse_cnt + 16'b1;
							sample_addr <= addr_base + {2'b0,{pulse_cnt, 2'b00}};
							sample_data <= clk_cnt;	
							sgn_flag <= 1'b1;
							state <= W0;	
						end
					else if((ch_sgn_delay0 == 1'b0 && ch_sgn_delay2 == 1'b1) && (sync_cnt >= 1))
						begin
							pulse_cnt <= pulse_cnt + 16'b1;
							sample_addr <= addr_base + {2'b0,{pulse_cnt, 2'b00}};
							sample_data <= clk_cnt|32'h80000000;	
							sgn_flag <= 1'b1;
							state <= W0;	
						end
				end						
			W0:begin
					ram_nwr_ctrl <= 1'b1;
					ram_data_tmp<=sample_data[7:0]; 
					sample_addr_tmp<=sample_addr; 
					state<=W1;
				end
			W1:begin		
					ram_data_tmp<=sample_data[15:8]; 
					sample_addr_tmp<=sample_addr+20'd1; 
					state<=W2;
				end
			W2:begin
					ram_data_tmp<=sample_data[23:16]; 
					sample_addr_tmp<=sample_addr+20'd2; 
					state<=W3;
				end
			W3:begin
					ram_data_tmp<=sample_data[31:24]; 
					sample_addr_tmp<=sample_addr+20'd3; 
					state<=W4;
				end	
			W4:begin
					ram_nwr_ctrl <= 1'b0;
					sync_flag <= 1'b0;
					sgn_flag <= 1'b0;
					state<=IDLE; 			
				end
			default: begin
							state<=IDLE; 
						end
			endcase
		end
end
endmodule
==> /design/flow/run.sh <==
#!/bin/bash
# OpenROAD 26Q1-2900-gdf79404cd8, Yosys 0.63+post, stock flow scripts
make -C /OpenROAD-flow-scripts/flow DESIGN_CONFIG=/design/flow/config.mk WORK_HOME=/design/flow/orfs finish
==> /design/flow/config.mk <==
export PLATFORM = sky130hd
export DESIGN_NAME = encoder_meas
export DESIGN_NICKNAME = encoder_meas
export VERILOG_FILES = /design/flow/design.v
export SDC_FILE = /design/flow/constraint.sdc
export NUM_CORES = 4
export LEC_CHECK = 1
export CORE_UTILIZATION = 40
==> /design/flow/constraint.sdc <==
current_design encoder_meas

set clk_period 2.7
set clk_io_pct 0.2

create_clock -name clk0 -period $clk_period [get_ports {ch_sync}]
create_clock -name clk1 -period $clk_period [get_ports {clk}]
create_clock -name clk2 -period $clk_period [get_ports {mcu_rd_clk}]
create_clock -name clk3 -period $clk_period [get_ports {mcu_start}]

set non_clock_inputs [all_inputs -no_clocks]
set_input_delay [expr $clk_period * $clk_io_pct] -clock clk0 $non_clock_inputs
set_output_delay [expr $clk_period * $clk_io_pct] -clock clk0 [all_outputs]
==> out/metrics.yaml <==
synth:
  avgSynthCellArea_um2: 11.44
  syn_inst: 933
  synth-edff-count: 176
  yosys_most_used_dff: "edfxtp_1"
  netlist_area_um2: 10670
  ys.warnings.count: 5
  ys_async_sr_fraction_pct: 13.89
  ys_seq_elements: 216
  ys_chip_area_um2: 10670
  yosysSeqAreaShare_pct: 58.42
  ys_types: 64
  ys_cells: 933
place:
  gp_congestion: 0.9069
  pre_cts_slack_ns: -0.8154
  hpwl_um: 17840
  dpl.cell_count: 1393
  port-buffer-count: 51
die:
  die_w_um: 165.4
  initCoreUtil_pct: 40.85
  pin_count: 67
  num_rows: 59
  fp.dieH_um: 165.4
status:
  error: "[error] [KeplerFormal.cpp:679] Workflow failed: Iso has multiple drivers: .ram_data0, ram_data[0]$_DFFE_PP_.Q0"
  failed_stage: "4_1_cts"
  status: "aborted with a tool error"
clocking:
  cts_hold_buf: 1
  cts_resized: 108
  post_cts_buffers: 20
==> synthesized netlist by cell type (3+ instances only) <==
cell type	instances	share of area, %
nand4_1	17	1.0
mux2i_1	14	1.3
and3_1	12	0.70
o21ai_0	52	2.4
o2111ai_1	4	0.33
a31oi_1	4	0.23
nand2_1	61	2.1
and4_1	5	0.41
o221ai_1	9	0.74
or3_1	6	0.35
xnor2_1	32	2.6
o21bai_1	3	0.21
xor2_1	50	4.1
nor4_1	3	0.18
a22oi_1	11	0.77
a211oi_1	6	0.42
dfxtp_1	10	1.9
a21o_1	5	0.35
and2_0	3	0.18
buf_1	6	0.21
o22ai_1	5	0.29
clkbuf_1	35	1.2
a221oi_1	3	0.25
nand3_1	31	1.5
o21a_1	5	0.35
or2_2	5	0.29
dfrtp_1	30	7.0
mux2_2	31	3.3
ha_1	22	2.6
and2_1	4	0.23
nand3b_1	5	0.35
inv_1	18	0.63
nor3_1	22	1.0
a21oi_1	48	2.3
edfxtp_1	176	50
nor2b_1	21	1.2
nand2b_1	10	0.59
o211ai_1	7	0.49
nor2_1	112	3.9
==> kinds of logic after synthesis <==
logic type / synth area share, %
simple gates: 14.68
flops: 58.42
compound gates: 10.47
xor+xnor: 6.728
buf+inv: 2.286
mux: 4.583
fa+ha+maj: 2.766
other cells: 0.07036
==> per-stage QoR <==
stage	hold WS (ns)	power, mW	TNS [ns]	util (%)	area, um2
after floorplan	0.1222	3.764	-25.42	-	10860
after detailed placement	0.1579	3.904	-10.49	47.96	12530
after global placement	0.1580	3.905	-9.602	47.96	12530
Power is estimated from default activity; no workload was simulated.
